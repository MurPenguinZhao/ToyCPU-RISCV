[flow/run.sh]
#!/bin/bash
# OpenROAD 26Q1-2900-gdf79404cd8, Yosys 0.63+post, stock flow scripts
make -C /OpenROAD-flow-scripts/flow DESIGN_CONFIG=/design/flow/config.mk WORK_HOME=/design/flow/orfs finish
[flow/config.mk]
export PLATFORM = sky130hd
export DESIGN_NAME = CSR_REG
export DESIGN_NICKNAME = CSR_REG
export VERILOG_FILES = /design/flow/design.v
export SDC_FILE = /design/flow/constraint.sdc
export NUM_CORES = 4
export LEC_CHECK = 1
export CORE_UTILIZATION = 30
[flow/constraint.sdc]
current_design CSR_REG

set clk_period 7.0
set clk_io_pct 0.2

create_clock -name clk0 -period $clk_period [get_ports {clk}]

set non_clock_inputs [all_inputs -no_clocks]
set_input_delay [expr $clk_period * $clk_io_pct] -clock clk0 $non_clock_inputs
set_output_delay [expr $clk_period * $clk_io_pct] -clock clk0 [all_outputs]
[flow/design.v]
`timescale 1ns / 1ps
module CSR_REG(
    input clk,
    input rst,
    input csr_we,
    input [6:0] op_code,
    input [31:0] inst,
    input [11:0] funct12,
    input [2:0] funct3, 
    input [31:0] pc_in,
    input [31:0] write_data,
    input [11:0] write_addr,
    output [31:0] pc_out,
    output [31:0] read_data
    );
    reg [31:0] mtvec;
    reg [31:0] mstatus;
    reg [31:0] mepc;
    reg [31:0] mcause;
    reg [31:0] read_data_reg;
    assign read_data = read_data_reg;
    assign pc_out = (funct12 == 12'h302 && inst != 32'hc0001073) ? mepc : mtvec;
    always@(*) begin
        if(rst == 1) read_data_reg <= 0;
        else begin
            case(funct12) 
                12'h300: begin read_data_reg <= mstatus; end
                12'h305: begin read_data_reg <= mtvec; end
                12'h341: begin read_data_reg <= mepc; end
                12'h342: begin read_data_reg <= mcause; end                
            endcase
        end
    end
    always @ (negedge clk or posedge rst) begin
        if(rst == 1) begin
            mtvec <= 0;
            mstatus <= 0;
            mepc <= 0;
            mcause <= 0;
        end
        else begin
            if(op_code == 7'b1110011 && funct3 == 3'b000 && funct12 != 12'h302) begin  
                mstatus <= mstatus | 32'h00001000;
                mepc <= pc_in;
                mcause <= 32'h0000000b;
            end
            else if(inst == 32'hc0001073) begin 
                mstatus <= mstatus | 32'h00001000;
                mepc <= pc_in;
                mcause <= 32'h00000002;                
            end
            else if(funct12 == 12'h302) begin  
                mstatus <= mstatus & 32'hffffefff;
            end
            else if(csr_we == 1) begin  
                case(write_addr)
                    12'h300: begin mstatus <= write_data; end
                    12'h305: begin mtvec <= write_data; end
                    12'h341: begin mepc <= write_data; end
                endcase
            end    
        end
    end
endmodule
==> impl_metrics.env <==
# implementation run metrics
export IMPL_cp_required_ns=3.70
export IMPL_root_buffer="clkbuf_16"
export IMPL_path_class="in2reg"
export IMPL_cts_hold_buf=0
export IMPL_power_leakage_nw=3.56
export IMPL_antenna_left=0
export IMPL_top_cell_area_share=0.423
export IMPL_cts_setup_buffers=0
export IMPL_fin_cells=952
export IMPL_cts_made_buffers=9
export IMPL_finalHoldViolCount=0
export IMPL_worst_pin_slew_ns=0.658
export IMPL_holdWs_ns=0.416
export IMPL_drt_iter0_drc=283
export IMPL_async_flop_share=0.754
export IMPL_yosys_stat_area_um2=5800
export IMPL_ys_ff=130
export IMPL_yosysTopAreaCell="dfrtn_1"
export IMPL_status="completed"
export IMPL_hpwl_mm=11.3
export IMPL_clk_pin_slew_ns=0.05
export IMPL_coreArea_um2=18800
export IMPL_lay_top_count="clkdlybuf4s50_1"
export IMPL_slew_headroom=0.560
export IMPL_syn_to_final_growth_pct=46.9
export IMPL_synth_area_top_cells="dfrtn_1 (42%), mux2_2 (17%), dlxtn_1 (8.3%)"
export IMPL_final_cell_mix="clkdlybuf4s50_1 (195), dfrtn_1 (98), mux2_2 (89), nand2_1 (35), nand2b_1 (35)"
export IMPL_setup_tns_ns=0
export IMPL_clock_latency_ns=0.35
export IMPL_synth_cells=486
export IMPL_unconstrained_endpoints=64
export IMPL_synth_cell_types=44
export IMPL_rrSetupSlack_ns=6.19
export IMPL_cts_htree_levels=3
export IMPL_grt_pass1_vias=4995
export IMPL_drc_errors=0
export IMPL_ir_drop_mv=0.107
export IMPL_pin_count=197
export IMPL_cp_max_fo=16
export IMPL_antenna_found_initial=1
export IMPL_hold_path_class="reg2reg"
export IMPL_routabilityCongestion=0.792
export IMPL_grt_first_pass_wirelength_mm=25.8
export IMPL_port_buffers=196
export IMPL_fp_util=0.308
export IMPL_synth_avg_cell_area_um2=11.9
export IMPL_track_usage=0.171
export IMPL_powerDensity_nw_per_um2=143
export IMPL_skew_ns=0
export IMPL_grt_max_degree=39
export IMPL_drive_gt1_frac=0.263
export IMPL_finish_utilization=0.452
export IMPL_final_cell_area_um2=8510
export IMPL_rsz0062_at_grt="no"
export IMPL_place_ws_ns=-0.0691
export IMPL_clock_path_buffers=2
export IMPL_die_w_um=141
export IMPL_holdPathStages=1
export IMPL_vias_per_cell=5.00
export IMPL_placed_area_um2=8220
export IMPL_crit_path_end_kind="register"
export IMPL_totalPowerFinal_mw=1.22
export IMPL_firstDrtPassIters=4
export IMPL_num_rows=50
export IMPL_warning_count=25
export IMPL_yosys_cells=486
export IMPL_post_drt_wl_per_cell_um=17.2
export IMPL_grt_ovfl_total=0
export IMPL_arrival_ns=3.38
export IMPL_crit_path_start_kind="input pin"
export IMPL_maxCapViolCount=0
export IMPL_syn_area_um2=5800
export IMPL_edf_count=0
export IMPL_fp_dieH_um=141
export IMPL_wl_mm=16.4
export IMPL_setup_slack_ns=0.317
export IMPL_cts_tree="yes"
export IMPL_vias=4757
export IMPL_setup_viol=0
export IMPL_fp_dieArea_um2=19900
export IMPL_slew_violations=0
export IMPL_unclocked_regs=32
export IMPL_post_cts_resize_count=0
export IMPL_dominantRegCellSynth="dfrtn_1"
export IMPL_yosysWarnings=1
export IMPL_dp_cells=935
export IMPL_r2r_cells=1
[layout make-up]
| cell class | count | area, um^2 |
|---|---|---|
| multi-input combinational | 319 | 2700 |
| clock buffer | 13 | 270 |
| timing repair buffer | 222 | 2240 |
| clock inverter | 3 | 22.5 |
| inverter | 4 | 18.8 |
| fill | 1680 | 10300 |
| antenna | 1 | 2.50 |
| sequential | 130 | 2930 |
| tap | 260 | 325 |
[critical path, stage by stage]
cell	delay [ns]
clkdlybuf4s50_1	0.40
nand4bb_1	0.20
or4_4	0.51
o211ai_2	0.12
or2_2	0.23
buf_12	0.17
mux2_2	0.34
[cells in the mapped netlist, types with 2 or more instances]
| cell type | count |
|---|---|
| nor4_1 | 6 |
| buf_6 | 4 |
| nand3_1 | 2 |
| nand2_1 | 36 |
| inv_1 | 4 |
| a221oi_2 | 2 |
| nor2_1 | 5 |
| mux2_2 | 89 |
| nor4bb_1 | 6 |
| dlxtn_1 | 32 |
| or4_4 | 2 |
| a21oi_1 | 33 |
| o221a_2 | 32 |
| or2_2 | 2 |
| a22oi_1 | 31 |
| dfrtn_1 | 98 |
| nor4_4 | 2 |
| o21ai_0 | 4 |
| clkbuf_1 | 9 |
| nand2b_1 | 35 |
| nand4bb_1 | 3 |
| mux2_1 | 6 |
| nand4b_1 | 2 |
| buf_2 | 17 |
| nand4_1 | 3 |
| buf_4 | 3 |
[logic make-up (layout without fill, tap and decap cells)]
| family | count (synthesis) | in the layout | synth area share |
|---|---|---|---|
| AOI/OAI and AO/OA | 109 | 109 | 0.151 |
| buffers and inverters | 37 | 242 | 0.0347 |
| DFF | 98 | 98 | 0.423 |
| latches | 32 | 32 | 0.0829 |
| muxes | 95 | 95 | 0.185 |
| other | 0 | 1 | 0 |
| and+or+nand+nor | 115 | 115 | 0.124 |
[final timing paths]
path                       startpoint           to
min in group asynchronous         rst  mstatus[25]
min reg2reg                 mcause[1]    mcause[1]
max in group asynchronous         rst     mtvec[2]
max                         funct3[0]    mtvec[28]
max reg2reg                  mtvec[9]     mtvec[9]
min                         mcause[1]    mcause[1]
[power by group]
group / internal [mW] / switching [mW]
Combinational: 0.0912 / 0.0469
Clock: 0.271 / 0.213
Sequential: 0.590 / 0.00911
[routing by layer]
layer	track usage	share of wire	vias up
met5	0	0	-
li1	-	-	2220
met1	0.239	0.44	2323
met2	0.275	0.47	194
met3	0.0512	0.079	20
met4	0.0257	0.013	0
