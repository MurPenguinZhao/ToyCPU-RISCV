<file path="/design/flow/config.mk">
export PLATFORM = sky130hd
export DESIGN_NAME = IO_Manager
export DESIGN_NICKNAME = IO_Manager
export VERILOG_FILES = /design/flow/design.v
export SDC_FILE = /design/flow/constraint.sdc
export NUM_CORES = 4
export LEC_CHECK = 1
export CORE_AREA = 10 10 259 259
export DIE_AREA = 0 0 269 269
</file>
<file path="/design/flow/constraint.sdc">
current_design IO_Manager

set clk_period 7.9
set clk_io_pct 0.2

create_clock -name clk0 -period $clk_period [get_ports {clk}]

set non_clock_inputs [all_inputs -no_clocks]
set_input_delay [expr $clk_period * $clk_io_pct] -clock clk0 $non_clock_inputs
set_output_delay [expr $clk_period * $clk_io_pct] -clock clk0 [all_outputs]
</file>
<file path="/design/flow/design.v">
`timescale 1ns / 1ps
module IO_Manager(
    input  logic        clk,
    input  logic        resetn,
    input  logic [31:0] address,
    input  logic [31:0] data_out,
    output logic [31:0] data_in,
    output logic        aresetn,
    output logic        step,
    output logic [31:0] chip_debug_in,
    input  logic [15:0] switch,
    input  logic [ 4:0] button,
    output logic [15:0] led,
    output logic [ 7:0] num_csn,
    output logic [ 7:0] num_an,
    output logic [ 2:0] rgb1,
    output logic [ 2:0] rgb2,
    input logic  [31:0] debug0,
    input logic  [31:0] debug1,
    input logic  [31:0] debug2,
    input logic  [31:0] debug3,
    input logic  [31:0] debug4,
    input logic  [31:0] debug5,
    input logic  [31:0] debug6,
    input logic  [31:0] debug7
);
    logic [31:0] clkn;
    counter counter_inst(clk, aresetn, clkn);
    logic [4:0] button_dbnc;
    logic [4:0] button_down, button_up, button_last;
    button_debouncer bd4(clk, button[4], button_dbnc[4]);
    button_debouncer bd3(clk, button[3], button_dbnc[3]);
    button_debouncer bd2(clk, button[2], button_dbnc[2]);
    button_debouncer bd1(clk, button[1], button_dbnc[1]);
    button_debouncer bd0(clk, button[0], button_dbnc[0]);
    always_ff @ (posedge clk) begin
        if (aresetn) begin
            button_down <= ~button_last &  button_dbnc;
            button_up   <=  button_last & ~button_dbnc;
            button_last <=  button_dbnc;
        end
        else begin
            button_down <=  32'b0;
            button_up   <=  32'b0;
            button_last <=  32'b0;
        end
    end
    assign chip_debug_in = {21'b0,switch[10:0]};
    logic reset_dbnc;
    logic reset_down, reset_up, reset_last;
    button_debouncer bdr(clk, ~resetn, reset_dbnc);
    logic debug = 1'b0;
    logic [39:0] reset_cnt;
    always_ff @ (posedge clk) begin
        if (aresetn) begin
            reset_down <= ~reset_last &  reset_dbnc;
            reset_up   <=  reset_last & ~reset_dbnc;
            reset_last <=  reset_dbnc;
            if (reset_down) begin
                reset_cnt <= 0;
                aresetn <= 1;
            end
            else if (reset_dbnc) begin
                if (reset_cnt >= 40'h0_010_000_000) begin
                    aresetn <= 0;
                end else
                    reset_cnt <= reset_cnt + 1;
            end
            else if (reset_up) begin
                if (reset_cnt < 40'h0_010_000_000) begin
                    debug <= ~debug;
                    reset_cnt <= 0;
                end
            end
        end
        else begin
            aresetn <= resetn;
            debug <= 1'b1;
            reset_down <= 0;
            reset_up <= 0;
            reset_last <= 0;
        end
    end
    logic step_wire = (~debug) | (debug & (button_up[0] | switch[15]));
    always_comb begin
        step <= step_wire;
    end
    logic [31:0] data_src;
    always_comb begin
        case (switch[14:12])
            3'b000: data_src <= debug0;
            3'b001: data_src <= debug1;
            3'b010: data_src <= debug2;
            3'b011: data_src <= debug3;
            3'b100: data_src <= debug4;
            3'b101: data_src <= debug5;
            3'b110: data_src <= debug6;
            3'b111: data_src <= debug7;
        endcase
    end
    logic [63:0] shape_dec;
    hex_to_shape h2s7(data_src[31:28], shape_dec[63:56]);
    hex_to_shape h2s6(data_src[27:24], shape_dec[55:48]);
    hex_to_shape h2s5(data_src[23:20], shape_dec[47:40]);
    hex_to_shape h2s4(data_src[19:16], shape_dec[39:32]);
    hex_to_shape h2s3(data_src[15:12], shape_dec[31:24]);
    hex_to_shape h2s2(data_src[11: 8], shape_dec[23:16]);
    hex_to_shape h2s1(data_src[ 7: 4], shape_dec[15: 8]);
    hex_to_shape h2s0(data_src[ 3: 0], shape_dec[ 7: 0]);
    logic [63:0] shape_src = {64'hffff_ffff_ffff_ffff};
    logic [63:0] shape = debug ? shape_dec : shape_src;
    segnum_manager sm(
        .clk(clkn[10]),
        .aresetn(aresetn),
        .shape(shape[63:0]),
        .num_csn(num_csn),
        .num_an(num_an)
    );
    assign led = switch;
    assign light = &clkn[12:10]; 
    assign rgb1 = {1'b0, {2{debug}}} & {3{light}};
    assign rgb2 = {3{~aresetn}} & {3{light}};
endmodule
module button_debouncer(
    input  logic  clk,
    input  logic  button,
    output logic  btn_dbnc
);
    logic [19:0] buffer = 0;
    always_ff @ (posedge clk) begin
        if (button) begin
            if (buffer == 20'hFFFFF)
                btn_dbnc <= 1'b1;
            else
                buffer += 20'h1;
        end
        else begin
            if (buffer == 20'h00000)
                btn_dbnc <= 1'b0;
            else
                buffer -= 20'h1;
        end
    end
endmodule
module hex_to_shape(
    input  logic [ 3:0] hex,
    output logic [ 7:0] shape
);
    always_comb begin
        case (hex)
            4'h0: shape <= 8'b11000000;
            4'h1: shape <= 8'b11111001;
            4'h2: shape <= 8'b10100100;
            4'h3: shape <= 8'b10110000;
            4'h4: shape <= 8'b10011001;
            4'h5: shape <= 8'b10010010;
            4'h6: shape <= 8'b10000010;
            4'h7: shape <= 8'b11111000;
            4'h8: shape <= 8'b10000000;
            4'h9: shape <= 8'b10010000;
            4'ha: shape <= 8'b10001000;
            4'hb: shape <= 8'b10000011;
            4'hc: shape <= 8'b10100111;
            4'hd: shape <= 8'b10100001;
            4'he: shape <= 8'b10000110;
            4'hf: shape <= 8'b10001110;
        endcase
    end
endmodule
module segnum_manager(
    input  logic        clk,
    input  logic        aresetn,
    input  logic [63:0] shape, 
    output logic [ 7:0] num_csn,
    output logic [ 7:0] num_an
);
    logic [7:0] state;
    assign num_an = state;
    always_ff @ (posedge clk) begin
        if (aresetn) begin
            case (state)
                8'b11111110: begin num_csn <= shape[15: 8]; state <= 8'b11111101; end  
                8'b11111101: begin num_csn <= shape[23:16]; state <= 8'b11111011; end
                8'b11111011: begin num_csn <= shape[31:24]; state <= 8'b11110111; end
                8'b11110111: begin num_csn <= shape[39:32]; state <= 8'b11101111; end
                8'b11101111: begin num_csn <= shape[47:40]; state <= 8'b11011111; end  
                8'b11011111: begin num_csn <= shape[55:48]; state <= 8'b10111111; end
                8'b10111111: begin num_csn <= shape[63:56]; state <= 8'b01111111; end
                8'b01111111: begin num_csn <= shape[ 7: 0]; state <= 8'b11111110; end
                default:     begin num_csn <= shape[ 7: 0]; state <= 8'b11111110; end
            endcase
        end else begin
            num_csn <= 8'b11000000;
            state <= 8'b00000000;
        end
    end
endmodule
module counter(
    input  logic clk,
    input  logic aresetn,
    output logic [31:0] clkn
);
    always_ff @ (posedge clk) begin
        if (aresetn)
            clkn <= clkn + 1;
        else
            clkn <= 0;
    end
endmodule
</file>
<file path="/design/flow/run.sh">
#!/bin/bash
# OpenROAD 26Q1-2900-gdf79404cd8, Yosys 0.63+post, stock flow scripts
make -C /OpenROAD-flow-scripts/flow DESIGN_CONFIG=/design/flow/config.mk WORK_HOME=/design/flow/orfs finish
</file>
==> results.cfg <==
; yosys + openroad results
[status]
status = completed

[synthesis]
flop_cell = edfxtp_1
adder_share_pct = 9.22
ys_chip_area_sq_um = 12100
syn_area_sq_um = 12100
simple_gate_area_share_pct = 19.6
ys_seq_elements = 117
post_synth.cell_area_avg_sq_um = 8.95
area_leaders = edfxtp_1 (20%), ha_1 (8.9%), buf_4 (5.8%), dfxtp_1 (5.8%), nor2_1 (4.1%)
xor_share_pct = 5.57
ys_seq_share_pct = 26.1
ys_cells = 1352
synth_cell_type_count = 103
synth_top_cell_by_area = edfxtp_1
edf_count = 82
top_cell_area_share_pct = 20.3
synth_cells = 1352
ys_warn_count = 38
synthArstFlopShare_pct = 0
ys_sh_mux_pct = 10.2
aoi_share_pct = 18.9
logic_family = simple AND/OR/NAND/NOR gates
most_common_cell = nor2_1
common_cells = nor2_1 (131), buf_4 (94), nand2_1 (87)

[global_routing]
grt_pass1_vias = 10700
grt_max_degree = 65
grt_overflow = 0
antenna_found_initial = 14
grt_pass1_wl_um = 66300
grtUsageTotal_pct = 12.3

[sta]
worst-slew-pin-transition_ns = 0.958
relSlewSlack_pct = 35.6
rsz0062_at_grt = no
hold_viol = 0
fin_crit_sh_pct = 58.0
drv_slew = 0
setup_ws_ns = 3.32
max_freq_mhz = 218
unclocked_regs = 15
untimed_endpoints = 30
fin_setup_tns_ns = 0
setup_viol = 0
skew_ns = 0.0106
final.min_clock_period_ns = 4.58

[floorplan]
fp_util_pct = 19.7
die_w_um = 269
die_h_um = 269
core_sq_um = 61600
die_area_sq_um = 72400
rows = 91
pin_count = 447

[clocking]
cts_inserted_buffers = 9
holdBufCountCts = 0
insertion_delay_ns = 0.35
cts.htree.levels = 3
max-clock-path-buffers = 2
cts_root_buf = clkbuf_16
cts_tree = done
path_clk_slew_ns = 0.07
cts_setup_buffers = 0
cts_resized = 0

[job]
max_cap_viol_count = 0
warnings = 134

[worst_setup_path]
worst-path-buf-inv = 2
reg2reg_depth = 9
r2r_slack_ns = 5.05
end_kind = flop
cp_top_family = AND-OR/OR-AND gates
slowest_stage = inv_1
r2r-end = bdr.buffer[18]$_DFFE_PP_
required_ns = 8.01
reg2reg_from = bdr.buffer[2]$_DFFE_PP_
path_class = in2reg
arrival_ns = 4.69
cp_cell_sequence = clkdlybuf4s50_1, inv_1, ha_1, a21o_1, a21o_1, a211oi_1, o31ai_1, a211oi_1, o31ai_1, a21oi_1, xnor2_1
max_stage_delay_ns = 0.58
crit_path_start_kind = primary input
cp_max_fo = 19

[pwr]
leakagePower_uw = 0.00582
p_switching_uw = 975
p_seq_share_pct = 34.0
ir_drop_mv = 0.110
p_comb_share_pct = 49.9
clockPowerShare_pct = 16.1
p_per_area_nw_per_um2 = 166
p_int_uw = 1610
swShare_pct = 37.7

[hold_path]
hold_end = reset_down$_SDFF_PN0_
min_path_type = reg2reg
whs_path_depth = 1
min_from = reset_last$_SDFF_PN0_

[drt]
dr.pass1.iters = 9
routed_via_density = 4.57
wire_per_inst_um = 18.6
ant_nets = 0
first_iter_violations = 700
num_vias = 11100
drc = 0
drt-total-wl_um = 45000

[place]
place.gp.congestion = 0.931
place_ws_ns = 2.95
place_hpwl_um = 37000
numPortBuffers = 288

[final_layout]
layout-drive-gt1-share_pct = 7.74
synthToLayoutAreaGrowth_pct = 28.7
fill_cells = 6482
==> how the worst max path moves through the flow <==
stage	endpoint	slack [ns]	cells past startpoint	startpoint
finish	bd0.buffer[19]$_DFFE_PP_	3.32	11	button[0]
global route	bd0.buffer[19]$_DFFE_PP_	3.12	11	button[0]
CTS	bd0.buffer[19]$_DFFE_PP_	3.33	11	button[0]
==> flip-flops by register name (all words and copies together), names as in the netlist, 7 cells and up <==
name and flops:
reset_cnt 40, bd0.buffer 20, bdr.buffer 20, counter_inst.clkn 13, sm.state 8, sm.num_csn 7
==> logic make-up after synthesis <==
family / count (synthesis)
other: 2
muxes: 91
DFF: 117
and+or+nand+nor: 459
xor gates and xnor gates: 77
buffers and inverters: 201
adders and majority gates: 88
AOI/OAI and AO/OA: 317
==> cell usage in the layout, fill, tap and decap left out, types with 21 or more instances in the layout <==
cell type	synthesis	routed
dfxtp_1	35	35
mux2i_1	44	44
nor2b_1	21	21
nor2_1	131	130
nand2b_1	24	24
mux4_2	21	21
a21oi_1	69	69
ha_1	86	86
nand4_1	23	23
o21ai_0	57	57
conb_1	2	55
clkdlybuf4s50_1	0	285
and3_1	22	22
edfxtp_1	82	82
nand3_1	40	40
nand2_1	87	87
xor2_1	41	41
inv_1	48	48
xnor2_1	36	36
==> area by class of cell <==
cell class              count  area [sq um]  share of cell area, %
well taps                 837          1050                   6.72
inverters                  54           205                   1.32
flip-flops and latches    117          3160                   20.3
diodes                      7          17.5                  0.112
clock inverters             7          48.8                  0.313
clock buffers               9           225                   1.45
repair buffers            302          2980                   19.1
multi-input cells        1087          7900                   50.7
==> layer usage <==
metal,track usage [%],routed length [um],vias up
li1,-,-,5339
met4,1.73,631,8
met1,17.6,21000,5275
met3,4.08,4170,42
met5,0,52,-
met2,18.2,19200,403
==> power by group through the flow <==
stage | combinational, uW | clock (uW) | sequential, uW
CTS | 1280 | 432 | 876
global route | 1440 | 455 | 895
finish | 1290 | 416 | 877
==> stage by stage <==
stage                     power [uW]  cells  util (%)  instance area (sq um)  hold slack (ns)
after detailed placement        2160   2397      24.8                  15300            0.397
after global placement          2140   2397      24.8                  15300            0.393
after CTS                       2590   2413      25.3                  15600            0.405
after global routing            2790   2418      25.3                  15600            0.437
after floorplan                 1820   1405         -                  12300            0.383
final                           2580   2420      25.3                  15600            0.401
Power is estimated from default activity; no workload was simulated.
